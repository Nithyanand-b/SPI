## ./design.v

```verilog
interface spi_if;
    logic write_en;
    logic clk;
    logic rst_n;
    logic [7:0] addr;
    logic [7:0] data_in;
    logic [7:0] data_out;
    logic done;
    logic error;
endinterface
module spi_controller(
    input write_en, clk, rst_n, ready, op_done,
    input [7:0] addr, data_in,
    output [7:0] data_out,
    output reg cs_n, mosi,
    input miso,
    output reg done, error
);
reg [16:0] data_reg;   
reg [7:0] data_out_reg;
integer count = 0;
typedef enum bit [2:0] {
    IDLE = 0, 
    LOAD = 1, 
    CHECK_OP = 2, 
    SEND_DATA = 3, 
    READ_DATA1 = 4, 
    READ_DATA2 = 5, 
    ERROR = 6, 
    CHECK_READY = 7
} state_type;
state_type state = IDLE; 
always @(posedge clk) begin
    if (!rst_n) begin
        state <= IDLE;
        count <= 0;
        cs_n  <= 1'b1;
        mosi  <= 1'b0; 
        error <= 1'b0;
        done  <= 1'b0;
    end
    else begin
        case (state)
            IDLE: begin
                cs_n  <= 1'b1;
                mosi  <= 1'b0;
                state <= LOAD;
                error <= 1'b0;
                done  <= 1'b0;
            end
            LOAD: begin
                data_reg <= {data_in, addr, write_en};
                state    <= CHECK_OP;
            end
            CHECK_OP: begin
                if (write_en == 1'b1 && addr < 32) begin
                    cs_n  <= 1'b0;
                    state <= SEND_DATA;
                end
                else if (write_en == 1'b0 && addr < 32) begin
                    state <= READ_DATA1;
                    cs_n  <= 1'b0;
                end
                else begin
                    state <= ERROR;
                    cs_n  <= 1'b1;
                end
            end
            SEND_DATA: begin
                if (count <= 16) begin
                    count <= count + 1;
                    mosi  <= data_reg[count];
                    state <= SEND_DATA;
                end
                else begin
                    cs_n <= 1'b1;
                    mosi <= 1'b0;
                    if (op_done) begin
                        count <= 0;
                        done  <= 1'b1;
                        state <= IDLE;
                    end
                    else begin
                        state <= SEND_DATA;
                    end
                end
            end
            READ_DATA1: begin
                if (count <= 8) begin
                    count <= count + 1;
                    mosi  <= data_reg[count];
                    state <= READ_DATA1;
                end
                else begin
                    count <= 0;
                    cs_n  <= 1'b1;
                    state <= CHECK_READY;
                end
            end
            CHECK_READY: begin
                if (ready) state <= READ_DATA2;
                else state <= CHECK_READY;
            end
            READ_DATA2: begin
                if (count <= 7) begin
                    data_out_reg[count] <= miso;
                    count <= count + 1;
                    state <= READ_DATA2;
                end
                else begin
                    count <= 0;
                    done  <= 1'b1;
                    state <= IDLE;
                end
            end
            ERROR: begin
                error <= 1'b1;
                state <= IDLE;
                done  <= 1'b1;
            end
            default: begin
                state <= IDLE;
                count <= 0;
            end
        endcase
    end 
end 
assign data_out = data_out_reg;
endmodule
```

## ./run.sh

```bash
#!/bin/bash
# OpenROAD 26Q1-2900-gdf79404cd8, Yosys 0.63+post, stock flow scripts
make -C /OpenROAD-flow-scripts/flow DESIGN_CONFIG=/design/flow/config.mk WORK_HOME=/design/flow/orfs finish
```

## ./config.mk

```make
export PLATFORM = sky130hd
export DESIGN_NAME = spi_controller
export DESIGN_NICKNAME = spi_controller
export VERILOG_FILES = /design/flow/design.v
export SDC_FILE = /design/flow/constraint.sdc
export NUM_CORES = 4
export LEC_CHECK = 1
export CORE_UTILIZATION = 30
```

## ./constraint.sdc

```tcl
current_design spi_controller

set clk_period 8.2
set clk_io_pct 0.2

create_clock -name clk0 -period $clk_period [get_ports {clk}]

set non_clock_inputs [all_inputs -no_clocks]
set_input_delay [expr $clk_period * $clk_io_pct] -clock clk0 $non_clock_inputs
set_output_delay [expr $clk_period * $clk_io_pct] -clock clk0 [all_outputs]
```

==> impl_metrics.tcl <==
# flow metrics
set metrics [dict create \
    status "completed" \
    drc_errors 0 \
    path_max_fanout 16 \
    ys_cells 511 \
    io_buffers 33 \
    final_cell_mix "49 x nor2_1, 39 x dfxtp_1, 35 x nand2_1, 33 x clkdlybuf4s50_1, 31 x nand3_1" \
    synth.avg_cell_area_um2 8.545 \
    yosys.stat.seqShare_pct 35.07 \
    yosysWarningCount 1 \
    crit_path_start_kind "register" \
    edf_count 25 \
    setup_violations 0 \
    rsz0062_at_grt "false" \
    cts_max_level 3 \
    numCtsBuffers 9 \
    cts.reportedPaths.clkPinSlew_ps 60 \
    ys_sh_simple_pct 30.97 \
    internal_power_mw 0.8064 \
    yosys_area_um2 4367 \
    final_util_pct 36.59 \
    tritoncts "done" \
    die_w_um 122.6 \
    yosys.area_share.adder_pct 0.8023 \
    final_hold_viol_count 0 \
    drtPass1Iterations 5 \
    clock.fmax_mhz 197.7 \
    p_leak_nw 1.859 \
    ff_type "dfxtp_1" \
    cts_buffer_depth 2 \
    hold_class "reg2reg" \
    grt_pass1_wl_mm 18.94 \
    fin_skew_ps 11.24 \
    clockRootBuffer "clkbuf_16" \
    dpl_cell_area_um2 4811 \
    finalWeightedCongestion 0.9064 \
    ys_types 73 \
    final-comb-area_um2 2626 \
    ys_sh_mux_pct 6.017 \
    fp_util_pct 31.10 \
    postRouteAntennaNets 0 \
    lay_top_count "nor2_1" \
    grt_max_degree 33 \
    wl_per_cell_um 16.23 \
    wl_mm 11.49 \
    fillers 1383 \
    synthCells 511 \
    warning_count 26 \
    tightest_slew_ps 823.5 \
    chip_area_um2 15040 \
    num_vias 3936 \
    holdBufCountCts 0 \
    synth_area_um2 4367 \
    final_layout_size_suffix_gt1_share_pct 9.280 \
    fin_crit_ps 5059 \
    xor_share_pct 8.825 \
    ir_worst_vdd_mv 0.1164 \
    cap_violations 0 \
    largest_register_ffs 32 \
    comb_power_share_pct 32.6 \
    synthTopLogicFamily "simple AND/OR/NAND/NOR gates" \
    grt_pass1_vias 3698 \
    clockPowerShare_pct 35.1 \
    slew_viol_final 0 \
    setup_slack_ps 3141 \
    top_area_share_pct 17.88 \
    antenna-diode-count 0 \
    drt-initial-drc-count 310 \
    required_ps 8280 \
    dpl_worst_slack_ps 3186 \
    powerDensity_nw_per_um2 235.5 \
    cp-end-kind "register" \
    dieHeight_um 122.6 \
    largest_area_cell "dfxtp_1" \
    rows 43 \
    pin_count 34 \
    top_cells_by_area "dfxtp_1 18%, edfxtp_1 17%, xor2_1 5.2%" \
    aoi_share_pct 13.30 \
    slew_headroom_pct 44.60 \
    finalCritPeriodShare_pct 61.69 \
    area_growth_pct 17.68 \
    tns_ps 0 \
    post_cts_buffers 0 \
    p_sw_mw 0.4040 \
    holdPathStages 2 \
    antenna_found_initial 0 \
    viasPerCell 5.559 \
    cts_resized 0 \
    ys.flops 64 \
    register_area_um2 1531 \
    path_class "reg2reg" \
    seqPwrFrac_pct 32.3 \
    track_usage_pct 16.42 \
    hpwlAfterDp_mm 8.189 \
    clk_latency_ps 340 \
    grt_overflow 0 \
    r2r.worst_path.cells 11 \
    clock-sinks 64 \
    cp.arrival_ps 5140 \
    fin_area_um2 5139 \
    switching_share_pct 33.38 \
    core-area_um2 14040 \
    async_flop_share_pct 0 \
]
[Yosys cell counts, types with 5 or more instances]
cell       n
a21oi_1   19
and2_1     9
and3_1    10
clkbuf_1  29
dfxtp_1   39
edfxtp_1  25
inv_1      8
mux2_1     5
mux2i_1    6
mux4_2     5
nand2_1   35
nand3_1   31
nand4_1   15
nor2_1    49
nor2b_1    7
nor3_1    26
nor4_1    16
o21ai_0   15
or2_2      6
or3_1      9
or4_1      8
xnor2_1   18
xor2_1    26
[cell families after synthesis]
group                      after synthesis
buffers and inverters                   50
muxes                                   19
DFF                                     64
xor gates and xnor gates                44
AOI/OAI and AO/OA                       85
adders and majority gates                3
and+or+nand+nor                        246
[through the flow]
stage	std cells	total power, mW	hold WS [ps]
finish	708	1.210	487.3
detailed placement	692	0.7843	482.7
global placement	692	0.7833	470.8
floorplan	511	0.6840	440.3
CTS	708	1.216	495.4
global route	708	1.279	525.2
[critical path, cell delays in order, from the launching register on]
cell	delay [ps]
dfxtp_1	510
clkinv_1	270
ha_1	400
or3b_2	660
or4_4	620
or4_4	550
a221oi_2	270
a31oi_1	90
or4_4	560
or2_1	240
nor4_1	290
mux2_1	340
[routing by layer]
layer / track usage [%] / wire length, um / vias up
li1: - / - / 1930
met1: 25.03 / 5481 / 1876
met2: 24.86 / 5221 / 114
met3: 3.368 / 631 / 16
met4: 2.439 / 155 / 0
met5: 0 / 0 / -
[worst paths after layout]
kind	slack [ps]	startpoint	endpoint
max	3140	count[0]	data_out_reg[0]
min	490	error	error
max reg2reg	3140	count[0]	data_out_reg[0]
min reg2reg	490	error	error
[power groups by stage]
stage / Combinational, mW / Clock (mW) / Sequential [mW]
global route: 0.436 / 0.448 / 0.395
finish: 0.395 / 0.425 / 0.391
CTS: 0.392 / 0.434 / 0.390
[layout make-up]
cell class | instances | area share, %
Multi-Input combinational cell | 397 | 51.11
Sequential cell | 64 | 29.80
Timing Repair Buffer | 41 | 7.597
Clock buffer | 9 | 4.383
Tap cell | 180 | 4.383
Clock inverter | 7 | 1.997
Inverter | 10 | 0.7305
Power is estimated from default activity; no workload was simulated.
